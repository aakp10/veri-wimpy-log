[/design/flow/design.v]
module decoder4to16(input [3:0] regDest, output reg [15:0] decOut);
    always@(regDest)
    begin
      case(regDest)
        4'd0:   decOut = 32'd1;
        4'd1:   decOut = 32'd1<<1;
        4'd2:   decOut = 32'd1<<2;
        4'd3:   decOut = 32'd1<<3;
        4'd4:   decOut = 32'd1<<4;
        4'd5:   decOut = 32'd1<<5;
        4'd6:   decOut = 32'd1<<6;
        4'd7:   decOut = 32'd1<<7;
        4'd8:   decOut = 32'd1<<8;
        4'd9:   decOut = 32'd1<<9;
        4'd10:  decOut = 32'd1<<10;
        4'd11:  decOut = 32'd1<<11;
        4'd12:  decOut = 32'd1<<12;
        4'd13:  decOut = 32'd1<<13;
        4'd14:  decOut = 32'd1<<14;
        4'd15:  decOut = 32'd1<<15;
      endcase
    end
endmodule
[/design/flow/run.sh]
#!/bin/bash
# OpenROAD 26Q1-2900-gdf79404cd8, Yosys 0.63+post, stock flow scripts
make -C /OpenROAD-flow-scripts/flow DESIGN_CONFIG=/design/flow/config.mk WORK_HOME=/design/flow/orfs finish
[/design/flow/config.mk]
export PLATFORM = sky130hd
export DESIGN_NAME = decoder4to16
export DESIGN_NICKNAME = decoder4to16
export VERILOG_FILES = /design/flow/design.v
export SDC_FILE = /design/flow/constraint.sdc
export NUM_CORES = 4
export LEC_CHECK = 1
export CORE_AREA = 10 10 70 70
export DIE_AREA = 0 0 80 80
[/design/flow/constraint.sdc]
current_design decoder4to16

set clk_period 1.0
set clk_io_pct 0.2

create_clock -name clk0 -period $clk_period

set non_clock_inputs [all_inputs -no_clocks]
set_input_delay [expr $clk_period * $clk_io_pct] -clock clk0 $non_clock_inputs
set_output_delay [expr $clk_period * $clk_io_pct] -clock clk0 [all_outputs]
==> Slide: Implementation Results <==
Key Metrics from the Run

Status
  • Status: finished with violations
  • Failing checks: negative setup slack

Cells and area
  • Final cell area excluding filler cells: 727 sq um
  • Layout cells sized above 1: 91.1%
  • Post-layout util: 21.3%
  • P&R area growth vs syn: 221%
  • Flops: 0
  • Fillers: 370
  • Post-Layout Cell Count: 102
  • Clock buffers: 0
  • Register area: 0 sq um

Placed design
  • Cell count after placement: 86
  • Gp weighted congestion: 0.705
  • Placed cell area: 522 sq um
  • Port Buffers: 20
  • Hpwl dp: 687 microns

Worst hold path
  • HP Class: in -> out
  • Worst Hold Path EP: decOut[1]
  • Min-delay src: regDest[0]
  • Hold Path Depth: 3

Yosys
  • Top cells by count: and4bb_2, and4b_1, buf_4, nor4b_2
  • Yosys cell count: 20
  • Top cells by area: and4bb_2, nor4b_2, and4b_1, buf_4, nor4_2
  • Most frequent cell after synthesis: and4bb_2
  • Cell variety after synth: 6
  • Area leader share: 33.1%
  • Yosys warning total: 1
  • Avg Inst Size Synth: 11.3 sq um
  • Mapped Cells: 20
  • Post-Syn Area: 226 sq um
  • Synthesis area per yosys: 226 sq um
  • Area leader, netlist: and4bb_2
  • Post-synth seq share: 0%

Power and ir drop
  • Seq pwr share: 0%
  • Comb pwr share: 100.0%
  • Lkg Pwr: 0.344 nW
  • Sw Pwr: 0.0000864 W
  • P_int: 0.000168 W
  • Clock power share: 0%
  • Peak supply drop: 115 uV
  • P per Cell Area: 351 nW/um^2
  • Net Sw Frac: 33.9%

Die
  • Init Core Util: 6.63%
  • Core Footprint: 3420 sq um
  • Die height: 80 microns
  • Die ar.: 6400 sq um
  • # IOs: 20
  • Row count: 21
  • Die X: 80 microns

Critical path
  • WP data required: 0.80 ns
  • Critical-path maximum fanout: 7
  • CP Class: in -> out
  • Critical path launch point type: input pin
  • Critical path data arrival time: 0.94 ns
  • Crit end category: primary output

Routing
  • Drt pass-1 iters: 4
  • DRC Markers: 0
  • Final ANT Viol Nets: 0
  • DR WL/cell: 14.1 microns
  • Routed WL: 1440 microns
  • Initial drt markers: 9
  • Vias/cell: 3.53
  • Final antenna diode count: 0
  • Routed vias: 360

Job
  • Tool Warnings: 34
  • Max Cap Viol: 0

Timing
  • Final worst-path setup slack: -0.144 ns
  • Setup TNS: -0.868 ns
  • Max transition margin: 87.7%
  • Tightest Pin Transition: 0.183 ns
  • Worst hold slack: 0.732 ns
  • Period Utilization, post-route: 114%
  • Highest clock rate: 0.874 GHz
  • RSZ-0062 raised after global routing: yes
  • Tmin final: 1.14 ns
  • Hold Vio Cnt, Final: 0
  • Final Setup Violations: 10
  • Max-slew violations: 0

Global routing
  • Initial antenna violation count: 0
  • First-pass GRT wire length: 2010 microns
  • Remaining Overflow, GRT: 0
  • Total Routing Usage GR: 3.88%
  • Largest net degree at the start of global routing: 9
  • Vias in the first global route: 347
==> how the worst max path moves through the flow <==
| stage | startpoint | endpoint | slack, ns |
|---|---|---|---|
| final | regDest[3] | decOut[2] | -0.14 |
| after global routing | regDest[3] | decOut[2] | -0.17 |
| after CTS | regDest[3] | decOut[2] | -0.13 |
==> worst max-delay path: stages <==
cell and delay (ns):
buf_12 0.11, buf_16 0.13, buf_6 0.11, nor4b_4 0.25, buf_2 0.14
==> cell families after synthesis <==
logic type | after synthesis | share of synthesized area [%]
AND/OR/NAND/NOR | 16 | 86.7
buffers and inverters | 4 | 13.3
==> power by group through the flow <==
| stage | Clock (W) | Combinational (W) | Sequential (W) |
|---|---|---|---|
| finish | 0 | 0.000255 | 0 |
| global route | 0 | 0.000268 | 0 |
| CTS | 0 | 0.000233 | 0 |
==> cell usage in the layout, fill, tap and decap left out <==
master and count:
nor4b_2 1, and4b_1 4, buf_12 4, buf_16 3, and4bb_2 6, clkbuf_2 1, and4_1 1, buf_8 4
nor4_4 1, buf_4 3, nor4b_4 3, buf_2 15, buf_6 10
==> stage by stage <==
stage | worst slack [ns] | total power [W]
5_1_grt | -0.169 | 0.000268
4_1_cts | -0.133 | 0.000233
3_5_place_dp | -0.795 | 0.000137
6_report | -0.144 | 0.000255
3_3_place_gp | -0.797 | 0.000135
2_1_floorplan | 0.250 | 0.0000509
==> layer usage <==
layer,share of wire [%],GRT usage [%],vias up
li1,-,-,166
met1,53,6.66,174
met2,38,4.57,20
met3,9.2,1.14,0
met4,0,0,0
met5,0,0,-
==> area by class of cell <==
cell class	instances	area, sq um	area share (%)
Multi-Input combinational cell	16	231	31.8
Tap cell	46	57.6	7.92
Timing Repair Buffer	40	438	60.2
==> repair_timing <==
| action | in CTS | in global routing |
|---|---|---|
| gates cloned | 4 | 0 |
| buffers inserted | 10 | 3 |
| pin swaps | 10 | 8 |
| resized | 89 | 8 |
| hold buffers | 0 | 0 |
| endpoints found under the setup margin | 16 | 15 |
Power and IR drop assume default switching activity.
