==> /design/flow/design.v <==
module compare(input a,b,c,d,e,
               output [24:0] out);
wire [24:0] comp1 , comp2;
assign comp1 = {5{a,b,c,d,e}};
assign comp2 = {{5{a}}, {5{b}}, {5{c}}, {5{d}}, {5{e}}};
assign out = ~(comp2^comp1);
endmodule
==> /design/flow/run.sh <==
#!/bin/bash
# OpenROAD 26Q1-2900-gdf79404cd8, Yosys 0.63+post, stock flow scripts
make -C /OpenROAD-flow-scripts/flow DESIGN_CONFIG=/design/flow/config.mk WORK_HOME=/design/flow/orfs finish
==> /design/flow/config.mk <==
export PLATFORM = sky130hd
export DESIGN_NAME = compare
export DESIGN_NICKNAME = compare
export VERILOG_FILES = /design/flow/design.v
export SDC_FILE = /design/flow/constraint.sdc
export NUM_CORES = 4
export LEC_CHECK = 1
export CORE_AREA = 10 10 70 70
export DIE_AREA = 0 0 80 80
==> /design/flow/constraint.sdc <==
current_design compare

set clk_period 1.0
set clk_io_pct 0.2

create_clock -name clk0 -period $clk_period

set non_clock_inputs [all_inputs -no_clocks]
set_input_delay [expr $clk_period * $clk_io_pct] -clock clk0 $non_clock_inputs
set_output_delay [expr $clk_period * $clk_io_pct] -clock clk0 [all_outputs]
==> results.txt <==
The flow completed. The flow reports that sequential cells draw 0% of the design power. The worst setup path is captured at an output port. Clock network fraction of total power landed at 0%. Final routed wirelength across all metal layers landed at 865 microns. The number of antenna diodes in the final layout is 0.

After synthesis, the chip area reported by Yosys is 256 sq um. Per the OpenROAD power report, switching power amounts to 0.0762 mW. Cell count of the worst hold path landed at 3.

According to the hold report, the worst path is of the in2out type. Final routed DRC violation total landed at 0. Total number of yosys warnings landed at 0. The area growth from synthesis to layout is 89.3%. First-pass detailed-route iteration total landed at 2.

Number of flip-flops and latches landed at 0. Die boundary width landed at 80 microns. In the setup report, the worst path falls into the class in2out.

After detailed routing, the number of vias per cell comes to 2.17. In the final routed layout, each cell accounts on average for 9.83 microns. Synthesized area per cell landed at 8.27 sq um.

The cell type that accounts for the most area after synthesis is buf_4. Total internal power landed at 0.154 mW. Fraction of final layout cells sized beyond drive strength 1 landed at 57.1%. Per the gpl log, the routability congestion estimate is 0.689. Number of max-cap violations landed at 0.

STA classifies the critical path startpoint as a primary input. Wire length of the first global-routing pass landed at 1.22 mm. Yosys reports that the most numerous cell types are buf_4, xnor2_1, buf_6. Derived from the worst setup path, the maximum achievable clock frequency is 1030 MHz. In this run the standard cell core region covers 3420 sq um. Worst setup slack after layout landed at 0.0269 ns. The detail route stage leaves a number of antenna-violating nets equal to 0. Setup total negative slack landed at 0 ns. Setup repair after global routing left no endpoint under its margin. After synthesis, the cell types taking the most area are buf_4, xnor2_1, buf_6, conb_1.

Yosys cell count landed at 31. In this run the biggest area consumer among cell types represents 46.8% of the synthesized area. Initial antenna violation count landed at 0. Largest net degree at the start of global routing landed at 5. The script computed a power per unit cell area of 475 nW/um^2.

The end-of-flow timing check tallies setup violations at 0. Distinct cell type count after synthesis landed at 4. For this run the aggregate overflow at the end of global routing stands at 0. The critical path endpoint has a required time of 0.80 ns.

During I/O placement, the number of pins put on the boundary was 30. Detailed-route iteration 0 reported a violation count of 1. For this run the detailed placement stage logged an HPWL of 791 microns.

The synthesized instance count is 31. The flow ran to the end, and the final reports show no timing, DRC or antenna violations. Count of buffers inserted at the top-level ports landed at 25. Setup slack on the worst path after placement came out at -0.759 ns.

After floorplanning, the die was sized to cover 6400 sq um. Among all cell types in the netlist, the one instantiated most often is buf_4. Part of the power in combinational logic landed at 100.0%. At the worst endpoint, the arrival time is 0.77 ns. Number of clock buffers in the layout landed at 0. For reference, the final report shows the max-slew violation count at 0. In this run, post-CTS hold repair placed 0 buffers.

In the final layout, flip-flops and latches occupy 0 sq um. Dividing the final minimum period by the clock period gives 97.3%. The leakage component of the power was reported as 0.226 nW. Number of hold violations in the final report landed at 0. The mapped netlist covers 256 sq um. Fraction of the core area occupied by cells at floorplan landed at 7.51%.

Total via count after detailed routing landed at 191. According to the floorplan log, the row count is 21. Via count of the first global-routing pass landed at 233.

Maximum vdd ir drop landed at 0.112 mV. Sequential element share of the synthesized area landed at 0%. Switching portion of total power landed at 33.1%. In the global route stage, overall resource usage came out at 2.41%. The completed layout was analyzed and its total power is 0.230 mW. Largest driver fanout on the critical path landed at 4. Count of tool warnings landed at 32. Counting I/O delays and the setup requirement, the final critical path takes 0.973 ns. Height of the die landed at 80 microns.
-- through the flow --
step	util, %	cell area [sq um]	hold slack [ns]	cells
after global routing	14.2	485	0.761	88
after floorplan	-	272	0.541	35
after global placement	12.6	429	1.48	88
after CTS	13.8	473	0.742	88
after detailed placement	12.6	429	1.49	88
final	14.2	485	0.730	88
-- layout make-up --
class                      instances  area, sq um
multi-input combinational         15          215
fill                             403         2930
timing repair buffer              27          213
tap                               46         57.6
-- power groups by stage --
stage     Combinational (mW)  Sequential, mW  Clock, mW
5_1_grt                0.254               0          0
4_1_cts                0.228               0          0
6_report               0.230               0          0
-- layout by cell type, fill, tap and decap left out --
cell type        netlist  final
buf_4                 16      4
dlygate4sd2_1          0      8
conb_1                 1      5
clkbuf_2               0      3
xnor2_4                0      3
clkdlybuf4s15_1        0      5
buf_2                  0      5
buf_6                  4      2
xnor2_2                0      7
-- final timing paths --
check | from | endpoint | slack (ns)
max | a | out[23] | 0.03
min | c | out[11] | 0.73
-- timing repair --
| item | 4_1_cts | 5_1_grt |
|---|---|---|
| setup endpoints to repair | 20 | 8 |
| hold endpoints to repair | 0 | 0 |
| pin swaps | 7 | 3 |
| buffers inserted | 0 | 0 |
| gates cloned | 0 | 0 |
| gates resized | 73 | 9 |
-- per-layer routing --
layer	up-vias	part of all wire [%]	track usage, %
met1	87	39	2.99
met2	15	49	4.17
met5	-	0	0
li1	89	-	-
met3	0	12	0.795
met4	0	0	0
-- cells by family after synthesis --
group                     count (synthesis)  share of synthesized area, %
other                                     1                          1.46
xor gates and xnor gates                 10                          34.1
buffers and inverters                    20                          64.4
-- worst max-delay path, cell delays in order --
cell	delay, ns
buf_4	0.16
xnor2_2	0.19
dlygate4sd2_1	0.22
Power is estimated from default activity; no workload was simulated.
